### ./config.mk
export PLATFORM = sky130hd
export DESIGN_NAME = multiplier
export DESIGN_NICKNAME = multiplier
export VERILOG_FILES = /design/flow/design.v
export SDC_FILE = /design/flow/constraint.sdc
export NUM_CORES = 4
export LEC_CHECK = 1
export CORE_UTILIZATION = 50
### ./constraint.sdc
current_design multiplier

set clk_period 17.6
set clk_io_pct 0.2

create_clock -name clk0 -period $clk_period

set non_clock_inputs [all_inputs -no_clocks]
set_input_delay [expr $clk_period * $clk_io_pct] -clock clk0 $non_clock_inputs
set_output_delay [expr $clk_period * $clk_io_pct] -clock clk0 [all_outputs]
### ./design.v
module multiplier(input signed[13:0] a, b, output signed[13:0] c);
  wire signed [25:0] result;
  assign result = a*b;
  assign c = result[17:4];
endmodule
### ./run.sh
#!/bin/bash
# OpenROAD 26Q1-2900-gdf79404cd8, Yosys 0.63+post, stock flow scripts
make -C /OpenROAD-flow-scripts/flow DESIGN_CONFIG=/design/flow/config.mk WORK_HOME=/design/flow/orfs finish
==> results.json <==
{
  "critPathMaxFanout": 15,
  "dp_cells": 728,
  "hold_viol_final": 0,
  "core_area_um2": 9370,
  "synth_warnings": 0,
  "grt_setup_unrepaired": "false",
  "fin_crit_ps": 13170,
  "place_congestion": 0.882,
  "setup_viol": 0,
  "synth.distinct_cells": 41,
  "setup_total_negative_slack_ps": 0,
  "hold_depth": 6,
  "ioPinCount": 42,
  "worst_pin_slew_ps": 695,
  "diodes": 0,
  "wl_mm": 10.7,
  "final_cell_mix": "inv_1 (158), fa_1 (105), and2_1 (83)",
  "warnings": 32,
  "route.antenna.remaining_nets": 0,
  "max-cap-violations": 0,
  "outcome": "complete, no violations",
  "flop_area_um2": 0,
  "synthToLayoutAreaGrowth_pct": 10.2,
  "yosysCellCount": 577,
  "synth_cells": 577,
  "viasPerCell": 4.79,
  "post_cts_buffers": 0,
  "io_buffers": 42,
  "die-area_um2": 10200,
  "drc": 0,
  "crit_type": "primary input to output pin",
  "irDropWorstVdd_v": 0.000319,
  "wire_per_inst_um": 14.7,
  "setup.worst_path.end_class": "output pin",
  "synth_seq_share": 0,
  "grt_max_degree": 16,
  "seq_cell_count": 0,
  "lay_top_count": "inv_1",
  "worstHoldStart": "a[13]",
  "worst_slew_margin_rel": 0.535,
  "startpoint_type": "primary input",
  "maxSlewViolCount": 0,
  "leakagePower_uw": 0.00283,
  "hold_path_end": "c[13]",
  "clock_buffers": 0,
  "crit_required_ps": 14080,
  "row_count": 35,
  "instances_no_fill": 728,
  "die_x_um": 101,
  "fp_util": 0.525,
  "powerDensity_nw_per_um2": 229,
  "drive_above_1_share": 0.0167,
  "syn_area_um2": 4920,
  "antenna_found_initial": 0,
  "fillCellCount": 885,
  "drt-initial-drc-count": 126,
  "cts_resized": 0,
  "clock.fmax_mhz": 76.0,
  "synth_area_per_cell_um2": 8.53,
  "vias": 3487,
  "cts_hold_buf": 0,
  "ys_area_um2": 4920,
  "period_used_share": 0.748,
  "drt_pass1_iterations": 7,
  "grt-ovfl-total": 0,
  "grt_pass1_wl_mm": 19.0,
  "grt_pass1_vias": 3805,
  "die_h_um": 101,
  "dp_hpwl_mm": 8.98,
  "cp.arrival_ps": 9650,
  "hold_path_class": "primary input to output pin",
  "grt_usage": 0.260
}
==> kinds of logic after synthesis <==
kind of cell,synth area share
buffers and inverters,0.137
adders and majority gates,0.562
AOI/OAI and AO/OA,0.0511
and+or+nand+nor,0.186
xor gates and xnor gates,0.0648
==> worst max-delay path by stage <==
stage     from  slack [ps]  endpoint  depth (start not counted)
6_report  b[2]        4430      c[9]                         20
5_1_grt   b[2]        4030      c[9]                         20
4_1_cts   b[2]        4400     c[13]                         20
==> per-layer routing <==
layer / track usage / routed length, µm
met1: 0.418 / 5170
met2: 0.426 / 5050
met5: 0 / 0
met3: 0.0434 / 480
met4: 0.00446 / 25
==> report_power, final <==
part | leakage [µW] | switching (µW) | internal, µW | total [µW]
combinational | 0.00283 | 568 | 675 | 1240
clock | 0 | 0 | 0 | 0
sequential | 0 | 0 | 0 | 0
==> synthesized netlist by cell type (all sizes together) <==
| library cell | instances | share of area |
|---|---|---|
| buf | 2 | 0.0020 |
| a211oi | 2 | 0.0031 |
| a211o | 1 | 0.0018 |
| xnor3 | 1 | 0.0046 |
| o21a | 2 | 0.0031 |
| nand4 | 3 | 0.0038 |
| o21ai | 3 | 0.0046 |
| a2111oi | 2 | 0.0048 |
| nor2b | 1 | 0.0013 |
| a31o | 1 | 0.0018 |
| inv | 158 | 0.12 |
| nor4 | 2 | 0.0025 |
| fa | 105 | 0.43 |
| o21bai | 2 | 0.0031 |
| a21oi | 11 | 0.013 |
| xnor2 | 29 | 0.053 |
| nand2 | 59 | 0.046 |
| a31oi | 3 | 0.0038 |
| nor3 | 5 | 0.0051 |
| clkbuf | 18 | 0.014 |
| o211ai | 1 | 0.0015 |
| nand2b | 1 | 0.0013 |
| ha | 53 | 0.13 |
| nand3b | 1 | 0.0015 |
| xor2 | 4 | 0.0071 |
| nand3 | 3 | 0.0031 |
| a41o | 1 | 0.0020 |
| o22ai | 1 | 0.0013 |
| and2 | 85 | 0.11 |
| and3 | 3 | 0.0038 |
| or4 | 2 | 0.0031 |
| nor2 | 6 | 0.0046 |
| a21o | 5 | 0.0076 |
| and2b | 1 | 0.0015 |
==> per-stage QoR <==
| step | utilization | setup WS (ps) | power [µW] | cell area [µm²] | hold slack (ps) |
|---|---|---|---|---|---|
| 2_1_floorplan | - | 5810 | 789 | 4920 | 7370 |
| 3_3_place_gp | 0.579 | 4480 | 1240 | 5420 | 8510 |
| 3_5_place_dp | 0.579 | 4400 | 1240 | 5420 | 8520 |
| 4_1_cts | 0.579 | 4400 | 1250 | 5420 | 8520 |
| 5_1_grt | 0.579 | 4030 | 1420 | 5420 | 8600 |
| 6_report | 0.579 | 4430 | 1240 | 5420 | 8520 |
==> final cells by class <==
| type | count | area, µm² | share of cell area |
|---|---|---|---|
| timing repair buffer | 42 | 420 | 0.0775 |
| tap | 129 | 161 | 0.0298 |
| multi-input combinational | 399 | 4250 | 0.783 |
| inverter | 158 | 593 | 0.109 |
==> worst max-delay path, cell delays in order <==
cell and delay, ps:
clkdlybuf4s50_1 710, and2_1 300, fa_1 530, inv_1 50
fa_1 480, inv_1 50, fa_1 480, fa_1 500
fa_1 490, inv_1 50, fa_1 470, inv_1 40
ha_1 250, or4_1 510, o21ai_2 90, a211oi_1 80
o21ai_0 270, and2b_1 200, xnor2_1 110, clkdlybuf4s50_1 470
No activity file was given, so power comes from the tool's default toggle rates.
