`/design/flow/design.v`:
```
module Controller(input rst, clk, equal, flag_change, EOF, start, t1, output reg ld_b, ld_tmp, ld_w1, ld_w2, ld_yin, rst_flag, set_flag, sel_yin, sel_mult2, sel_sum2, init_all_reg, init_file_handler, next, sub, ready, output reg[1:0] sel_mult1, sel_sum1);
	reg[3:0] idle=0, starting=1, init=2, w1x1=3, w2x2=4, add_yin=5, ax1=6, answer_check=7, w1_update=8, w2_update=9, b_update=10, nextln=11, nextln2=12, init_fh=13; 
	reg[3:0] ps, ns;
	reg[2:0] sel_mult1_alpha=0, sel_mult1_w1=1, sel_mult1_w2=2;
	reg[1:0] sel_mult2_x1=0, sel_mult2_x2=1;
	reg[2:0] sel_sum1_b=0, sel_sum1_w1=1, sel_sum1_w2=2, sel_sum1_yin=3;
	reg[1:0] sel_sum2_alpha=0, sel_sum2_tmp=1;
	reg[1:0] sel_yin_b=0, sel_yin_sum=1;
	always @(posedge clk, posedge rst) begin
		if(rst) ps <= idle;
		else ps <= ns;
	end
	always @(ps, equal, flag_change, EOF, start, t1) begin
		ns = idle;
		case(ps)
			idle: begin
				ns = start?starting:idle; 
			end
			starting: begin
				ns = start?starting:init;
			end
			init: begin
				ns = w1x1;
			end
			w1x1: begin
				ns = w2x2;
			end
			w2x2: begin
				ns = add_yin;
			end
			add_yin: begin
				ns = ax1;
			end
			ax1: begin
				ns = answer_check;
			end
			answer_check: begin
				ns = equal?nextln:w1_update;
			end
			w1_update: begin
				ns = w2_update;
			end
			w2_update: begin 
				ns = b_update;
			end
			b_update: begin 
				ns = nextln;
			end
			nextln: begin 
				ns = nextln2;
			end
			nextln2: begin
				if(EOF) begin
					ns = flag_change?init:idle;
				end else begin
					ns=w1x1;
				end
			end
			default: ns = idle;
		endcase	
	end
	always @(ps, equal, flag_change, EOF, start, t1) begin
		{ld_b, ld_tmp, ld_w1, ld_w2, ld_yin, rst_flag, set_flag, sel_yin, sel_mult1, sel_mult2, sel_sum1, sel_sum2, init_all_reg, init_file_handler, next, sub, ready} = 0;
		case(ps)
			idle: begin
				ready = 1;
				rst_flag = 1;
			end
			starting: begin
				init_all_reg = 1;
			end
			init: begin
				init_file_handler = 1;
				rst_flag = 1;
			end
			w1x1: begin
				sel_mult1 = sel_mult1_w1;
				sel_mult2 = sel_mult2_x1;
				sel_yin = sel_yin_b;
				ld_yin = 1;
				ld_tmp = 1;
			end
			w2x2: begin
				sel_mult1 = sel_mult1_w2;
				sel_mult2 = sel_mult2_x2;
				sel_sum1 = sel_sum1_yin;
				sel_sum2 = sel_sum2_tmp;
				sel_yin = sel_yin_sum;
				ld_yin = 1; 
				ld_tmp = 1;
			end
			add_yin: begin
				sel_sum1 = sel_sum1_yin;
				sel_sum2 = sel_sum2_tmp;
				sel_yin = sel_yin_sum;
				ld_yin = 1;
			end
			ax1: begin
				sel_mult1 = sel_mult1_alpha;
				sel_mult2 = sel_mult2_x1;
				ld_tmp = 1;
			end
			answer_check: begin
			end
			w1_update: begin
				set_flag = 1;
				sel_mult1 = sel_mult1_alpha;
				sel_mult2 = sel_mult2_x2;
				sel_sum1 = sel_sum1_w1;
				sel_sum2 = sel_sum2_tmp;
				ld_w1 = 1;
				ld_tmp = 1;
				sub = t1;
			end
			w2_update: begin 
				sel_sum1 = sel_sum1_w2;
				sel_sum2 = sel_sum2_tmp;
				ld_w2 = 1;
				sub = t1;
			end
			b_update: begin 
				sel_sum1 = sel_sum1_b;
				sel_sum2 = sel_sum2_alpha;
				sub = t1;
				ld_b = 1;
			end
			nextln: begin 
				next = 1;
			end
			nextln2: begin
			end
			default: {ld_b, ld_tmp, ld_w1, ld_w2, rst_flag, set_flag, sel_yin, sel_mult1, sel_mult2, sel_sum1, sel_sum2, init_all_reg, init_file_handler, next, sub, ready} = 0;
		endcase	
	end
endmodule
```
`/design/flow/run.sh`:
```
#!/bin/bash
# OpenROAD 26Q1-2900-gdf79404cd8, Yosys 0.63+post, stock flow scripts
make -C /OpenROAD-flow-scripts/flow DESIGN_CONFIG=/design/flow/config.mk WORK_HOME=/design/flow/orfs finish
```
`/design/flow/config.mk`:
```
export PLATFORM = sky130hd
export DESIGN_NAME = Controller
export DESIGN_NICKNAME = Controller
export VERILOG_FILES = /design/flow/design.v
export SDC_FILE = /design/flow/constraint.sdc
export NUM_CORES = 4
export LEC_CHECK = 1
export CORE_AREA = 10 10 78 78
export DIE_AREA = 0 0 88 88
```
`/design/flow/constraint.sdc`:
```
current_design Controller

set clk_period 2.8
set clk_io_pct 0.2

create_clock -name clk0 -period $clk_period [get_ports {clk}]

set non_clock_inputs [all_inputs -no_clocks]
set_input_delay [expr $clk_period * $clk_io_pct] -clock clk0 $non_clock_inputs
set_output_delay [expr $clk_period * $clk_io_pct] -clock clk0 [all_outputs]
```
==> flow_summary_export.csv <==
group,metric,value,unit
power_and_ir_drop,p_leak,0.000436,uW
yosys,postSynthCellCount,61,
yosys,yosys-top-cells-area,"dfrtp_1 50%, nor2_1 6.9%, dfstp_2 4.4%",
clock_network,cts_buffers,3,
run_status,outcome,"finished clean",
worst_setup_path,cp.arrival,1.86,ns
power_and_ir_drop,p_total,548,uW
worst_setup_path,path_cells,"nor3_2 > and3_1 > and4b_1 > clkdlybuf4s50_1",
power_and_ir_drop,peakVddDrop,0.000124,V
sta,relSlewSlack,0.696,
grt,grt-ovfl-total,0,
placed_design,dp_hpwl,1340,um
min_path,hold_start,"ps[11]",
detailed_routing,drtIter0Drc,10,
sta,setup_viol,0,
sta,fin_worst_skew,0.00121,ns
flow_run,max_cap_violations,0,
worst_setup_path,cp-start-kind,"flop",
worst_setup_path,crit_fanout,4,
detailed_routing,viasPerCell,3.77,
layout,drive_gt1_frac,0.135,
worst_setup_path,worst_setup_path_end_kind,"output pin",
clock_network,htree_num_levels,1,
worst_setup_path,slowest_stage,"clkdlybuf4s50_1",
grt,antenna_found_initial,0,
worst_setup_path,r2r_start,"ps[0]",
yosys,synth.avg_cell_area,9.76,sq um
yosys,yosys_cells,61,
detailed_routing,diodes,0,
layout,top_regs,"ps: 13 flops",
layout,areaGrowthSynthToFinish,59.5,%
yosys,synth_area,596,sq um
clock_network,cts_setup_buffers,0,
yosys,synth_seq_share,0.548,
yosys,yosysWarnings,1,
yosys,ys_area,596,sq um
worst_setup_path,critPathMaxStageDelay,0.46,ns
die,die_width,88,um
sta,finalCriticalPeriod,2.42,ns
clock_network,cts.sinks,13,
sta,hold_violations,0,
sta,fin_setup_tns,0,ns
worst_setup_path,critPathBufInv,1,
worst_setup_path,critPathTopFamily,"simple AND/OR/NAND/NOR gates",
grt,grt_max_degree,14,
sta,slew_violations,0,
worst_setup_path,cp.required,2.24,ns
worst_setup_path,timing.rr.end,"ps[0]",
clock_network,cts_buffer_depth,2,
yosys,ff_type,"dfrtp_1",
die,die-height,88,um
detailed_routing,drc,0,
grt,grt_pass1_vias,529,
layout,post-route-util,0.215,
sta,tightest_slew,0.455,ns
sta,timing.fmax,0.413,GHz
clock_network,cts_tree,"built",
clock_network,cts_resized,0,
detailed_routing,drt-pass1-iter-count,4,
min_path,min_to,"ps[3]",
clock_network,path_clk_slew,0.05,ns
layout,top_register,"ps",
min_path,whs_path_depth,0,
die,fp_util,0.135,
worst_setup_path,r2r_slack,1.92,ns
die,rows,24,
die,io_pins,26,
grt,grt_pass1_wl,2540,um
clock_network,cts-root-buf,"clkbuf_8",
die,core,4410,sq um
sta,setup_slack,0.381,ns
layout,largest_register_ffs,13,
worst_setup_path,worstSetupPathType,"flop to output pin",
yosys,yosysTopAreaCell,"dfrtp_1",
yosys,edf_count,0,
yosys,top_cell_area_share,0.504,
detailed_routing,wl,1600,um
worst_setup_path,rr_worst_depth,2,
flow_run,tool_warnings,25,
placed_design,place_congestion,0.774,
placed_design,pre_cts_ws,0.592,ns
clock_network,clock_latency,0.24,ns
detailed_routing,routedWlPerCell,11.3,um
placed_design,io_buffers,25,
sta,fin_crit_sh,0.864,
grt,grt_usage,0.0406,
yosys,async_flop_share,1.00,
sta,rsz0062_at_grt,"false",
die,die_area,7740,sq um
detailed_routing,vias,531,
clock_network,ctsHoldBuffers,0,
power_and_ir_drop,power_density,577,nW/um^2
detailed_routing,route.antenna.remaining_nets,0,
yosys,ys_ff,13,
min_path,hold_path.class,"flop to flop",
yosys,synth_cell_types,24,
## worst max path at each step
| stage | from | to | depth (start not counted) |
|---|---|---|---|
| after CTS | ps[0] | next | 4 |
| after global routing | ps[2] | next | 4 |
| final | ps[7] | next | 4 |
## per-layer routing
metal | part of all wire | track usage
met1 | 0.44 | 0.0510
met2 | 0.36 | 0.0549
met3 | 0.18 | 0.0309
met4 | 0.018 | 0.00725
met5 | 0 | 0
## cell type report
cell class | count | area, sq um
sequential | 13 | 327
timing repair buffer | 25 | 250
tap | 52 | 65.1
inverter | 6 | 22.5
multi-input combinational | 41 | 239
clock buffer | 3 | 41.3
clock inverter | 1 | 5.00
fill | 453 | 3460
## through the flow
stage          cells  hold slack [ns]  area [sq um]
2_1_floorplan     61            0.347           596
3_3_place_gp     137            0.376           903
3_5_place_dp     137            0.380           903
4_1_cts          141            0.393           950
5_1_grt          141            0.406           950
6_report         141            0.383           950
## report_power, final
part	internal [uW]	total (uW)	switching, uW
logic	102	161	58.2
clock network	98.2	164	65.4
registers	205	224	18.8
total	406	548	142
## cell families after synthesis
family,after synthesis,share of synthesized area
simple gates,27,0.250
compound gates,14,0.151
flops,13,0.548
buf+inv,7,0.0504
## cell usage after synthesis, types with 2 or more instances
master   instances
and3_1           2
nand2_1          3
inv_1            6
nor2_1          11
dfrtp_1         12
nor3_2           2
a21o_1           2
a21oi_1          4
nor2b_1          2
o21ai_0          3
## placed cells by master (no fill, tap or decap), types with 2 or more instances in the layout
master,netlist,final
clkdlybuf4s50_1,0,25
nor2b_1,2,2
inv_1,6,6
nor3_2,2,2
o21ai_0,3,3
and3_1,2,2
clkbuf_8,0,3
nand2_1,3,3
a21oi_1,4,4
dfrtp_1,12,12
nor2_1,11,11
a21o_1,2,2
