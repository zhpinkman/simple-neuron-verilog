<file path="config.mk">
export PLATFORM = sky130hd
export DESIGN_NAME = mux_4
export DESIGN_NICKNAME = mux_4
export VERILOG_FILES = /design/flow/design.v
export SDC_FILE = /design/flow/constraint.sdc
export NUM_CORES = 4
export LEC_CHECK = 1
export CORE_AREA = 10 10 70 70
export DIE_AREA = 0 0 80 80
</file>
<file path="constraint.sdc">
current_design mux_4

set clk_period 2.2
set clk_io_pct 0.2

create_clock -name clk0 -period $clk_period

set non_clock_inputs [all_inputs -no_clocks]
set_input_delay [expr $clk_period * $clk_io_pct] -clock clk0 $non_clock_inputs
set_output_delay [expr $clk_period * $clk_io_pct] -clock clk0 [all_outputs]
</file>
<file path="design.v">
module mux_4(input [13:0]a, b, c, d, input [1:0] sel, output[13:0] out);
  assign out = sel == 2'b00 ? a : sel == 2'b01 ? b : sel == 2'b10 ? c : sel == 2'b11 ? d : 14'bz;
endmodule 
</file>
<file path="run.sh">
#!/bin/bash
# OpenROAD 26Q1-2900-gdf79404cd8, Yosys 0.63+post, stock flow scripts
make -C /OpenROAD-flow-scripts/flow DESIGN_CONFIG=/design/flow/config.mk WORK_HOME=/design/flow/orfs finish
</file>
==> results.txt <==
worst stage delay on the critical path - 460 ps
YS chip area - 367 um2
Worst Tran Pin Value - 168 ps
CP endpoint kind - output port
main area contributors - mux4_2, mux4_1, buf_12
GP Congestion - 0.758
Worst setup SP type - primary input
Power Density - 179 nW/um2
Ports - 72
Slew HR - 0.888
I/O Buffers - 72
Final Total Pwr - 0.217 mW
vias in the first global route - 657
GRT Overall Usage - 0.0732
routed len/inst - 17.7 um
simple share - 0
met3 routed WL - 432 um
M1 wire length - 962 um
# Cells Yosys - 17
hold path start - sel[0]
comb area leader - multiplexers
adder share - 0
unrepaired setup endpoints after global routing - false
sequential-to-total area share from yosys stat - 0
# setup viols final - 0
die height - 80 um
post-layout min period - 2180 ps
Worst Path Max Fanout - 1
Area growth, synth to finish - 230%
XOR/XNOR Area Share - 0
Critical Path RT - 1760 ps
crit path kind - in2out
Cell Chain, Critical Path - clkdlybuf4s50_1 -> mux4_2 -> clkdlybuf4s50_1
outcome - complete, no violations
Hold Fails Final Rpt - 0
Max-Cap Viols - 0
Die Area - 6400 um2
leading area contributor after synthesis - mux4_2
Post-CTS Setup Bufs - 0
tool warning count - 32
first-pass GRT wire length - 3.66 mm
Reg area - 0 um2
Top Metal Used - met3
Syn. warnings - 1
largest net degree at the start of global routing - 8
Tcrit/Tclk final - 0.991
crit-path most repeated cell - clkdlybuf4s50_1
core area - 3420 um2
Slowest-stage cell, CP - mux4_2
f_max - 0.459 GHz
Fill cells - 340
Min Hold Slack - 1490 ps
via/cell ratio - 3.93
Pre-antenna DRT Iters - 2
WL met2 - 1.01 mm
share of post-route cells with drive strength above 1 - 0.167
Remaining Overflow, GRT - 0
flip-flops - 0
Pleak - 0.491 nW
top area contributor share - 0.614
hold path endpoint - out[3]
top-count cell post-synth - mux4_2
Residual DRC - 0
maximum VDD drop - 0.0629 mV
Synth top cells by count - mux4_2, mux4_1, buf_12, buf_2, buf_6
Hold Path Class - in2out
initial antenna violation count - 0
gate count after technology mapping - 17
hold path depth - 4
Mux area share - 0.901
post-synthesis compound-gate area fraction - 0
cts hold-fix bufs - 0
Routed Antenna Nets - 0
crit path DAT - 1740 ps
Mean Syn Cell Area - 21.6 um2
vias post-DR - 534
clock buffer count - 0
synthesized cell area - 367 um2
Cell Rows - 21
Detailed Route Iter0 Violations - 6
ant diodes - 0
total wire length - 2.40 mm
Die Span X - 80 um
FP Util - 0.107
Yosys cell types - 5
Pins Over Slew Limit - 0
routing by layer:
layer,track usage,vias up
li1,-,242
met1,0.0864,239
met2,0.119,53
met3,0.0443,0
met4,0,0
met5,0,-
where the power goes:
part / switching, mW / internal (mW)
Combinational: 0.0399 / 0.177
Sequential: 0 / 0
Clock: 0 / 0
stage by stage:
step / setup slack, ps / TNS [ps] / instances / util / area [um2]
after global routing: 2.15 / 0 / 136 / 0.354 / 1210
final: 20.4 / 0 / 136 / 0.354 / 1210
after detailed placement: -359 / -4430 / 134 / 0.336 / 1150
after global placement: -360 / -4440 / 134 / 0.336 / 1150
after CTS: 3.64 / 0 / 136 / 0.351 / 1200
after floorplan: 625 / 0 / 17 / - / 367
worst max path at each step:
| stage | startpoint | endpoint | depth (start not counted) |
|---|---|---|---|
| finish | d[7] | out[7] | 3 |
| CTS | c[1] | out[1] | 3 |
| global route | a[12] | out[12] | 3 |
worst max-delay path, delay by kind of cell:
family / cells / cell delay [ps]
buf+inv: 2 / 830
mux: 1 / 460
cell families (layout without fill, tap and decap cells):
group,count (synthesis),in the layout
mux,14,14
buf+inv,3,76
repair_timing:
item,in CTS,in global routing
resized,13,5
pin swaps,0,0
cloned,2,0
setup endpoints to repair,14,5
cells in the final DEF, fill, tap and decap left out:
cell              n
clkdlybuf4s50_1  60
mux4_1            4
clkdlybuf4s15_1   1
bufbuf_16         1
buf_12            2
buf_16            1
dlymetal6s2s_1    5
buf_2             1
dlygate4sd2_1     5
mux4_2           10
layout make-up:
class | count | area (um2) | area share
Multi-Input combinational cell | 14 | 330 | 0.273
Timing Repair Buffer | 76 | 822 | 0.679
Tap cell | 46 | 57.6 | 0.0476
Power and IR drop assume default switching activity.
